==> design/flow/design.v <==
module TPA(clk, reset_n, 
	   SCL, SDA, 
	   cfg_req, cfg_rdy, cfg_cmd, cfg_addr, cfg_wdata, cfg_rdata);
input 		clk; 
input 		reset_n;
input 		SCL;  
inout		SDA;
input		cfg_req;
output		cfg_rdy;
input		cfg_cmd;
input	[7:0]	cfg_addr;
input	[15:0]	cfg_wdata;
output	[15:0]  cfg_rdata;
reg	[15:0] Register_Spaces	[0:255];
  parameter  RST             = 4'b0000,
             RIM_READY       = 4'b0001,
			 RIM_EX          = 4'b0010,
			 TWP_READY       = 4'b0011,
			 TWP_ADDR        = 4'b0100,
			 TWP_DATA        = 4'b0101,
			 TWP_EX          = 4'b0110,
			 TWP_WAIT        = 4'b0111,
			 TWP_READY_READ  = 4'b1000,
			 TWP_EX_READ     = 4'b1001;
  reg cfg_rdy;
  reg [15:0] cfg_rdata;
  reg RIM_cmd_reg;
  reg [3:0] RIM_state;
  reg [3:0] RIM_n_state;
  reg [3:0] TWP_state;
  reg [3:0] TWP_n_state;
  reg [3:0] counter;
  reg TWP_cmd_reg;
  reg [7:0] TWP_addr;
  reg [15:0] TWP_data;
  reg [7:0] TWP_can_write;
  reg [7:0] addr;
  always@(posedge clk)begin
    if(TWP_state==RST)begin
      TWP_can_write <= 8'd0;
    end else if(TWP_state<=TWP_EX)begin
      TWP_can_write <= TWP_can_write + (cfg_req==1'b1&&cfg_cmd==1'b1);
      addr <= (cfg_req==1'b1&&cfg_cmd==1'b1)?cfg_addr:8'bz;
    end
  end
  always@(posedge clk or negedge reset_n)begin
    if(~reset_n)begin
	  RIM_state <= RST;
	  TWP_state <= RST;
	end
	else begin
	  RIM_state <= RIM_n_state;
	  TWP_state <= TWP_n_state;
	end
  end
  always@(posedge clk)begin
    if(RIM_state==RST && cfg_req==1'b1)
	  RIM_cmd_reg <= cfg_cmd;
  end
  always@(posedge SCL or negedge reset_n)begin
    if(~reset_n)
	  counter <= 4'd0;
	else if(TWP_state!=TWP_n_state)
	  counter <= 4'd0;
	else
	  counter <= counter + 4'd1;
  end
  always@(posedge SCL)begin
    if(TWP_state==TWP_READY)
	  TWP_cmd_reg <= SDA;
  end
  always@(posedge SCL)begin
    if(TWP_state==TWP_ADDR)
      TWP_addr[counter] <= SDA;
  end
  always@(posedge SCL)begin
    if(TWP_state==TWP_DATA)
	  TWP_data[counter] <= SDA;
  end
  always@(posedge clk)begin
	if(RIM_n_state==RIM_EX && RIM_cmd_reg==1'b1)
	  Register_Spaces[cfg_addr] <= cfg_wdata;
	if(TWP_state==TWP_EX && (TWP_can_write==8'd0 || (addr!=TWP_addr)))
	  Register_Spaces[TWP_addr] <= TWP_data;
  end
  assign SDA = (TWP_state==TWP_READY_READ)?1'b0:
               (TWP_state==TWP_EX_READ)?Register_Spaces[TWP_addr][counter]:
			   1'bz;
  always@(*)begin
    case(RIM_state)
      RST:begin
	    cfg_rdy = 1'b0;
	    cfg_rdata = 16'd0;
	    RIM_n_state = (cfg_req)?RIM_READY:RST;
	  end
      RIM_READY:begin
	    cfg_rdy = 1'b1;
	    cfg_rdata = 16'd0;
	    RIM_n_state = RIM_EX;
	  end
      RIM_EX:begin
	    cfg_rdy = 1'b1;
	    cfg_rdata = (RIM_cmd_reg==1'b0)?Register_Spaces[cfg_addr]:16'd0;
	    RIM_n_state = RST;
	  end
	  default:begin
	    cfg_rdy = 1'b0;
	    cfg_rdata = 16'd0;
	    RIM_n_state = RST;
	  end
	endcase
  end
  always@(*)begin
    case(TWP_state)
	  RST:
	    TWP_n_state = (SDA==1'b0)?TWP_READY:RST;
	  TWP_READY:
	    TWP_n_state = TWP_ADDR;
	  TWP_ADDR:
	    TWP_n_state = (counter==4'd7 && TWP_cmd_reg==1'b1)?TWP_DATA:
		              (counter==4'd7 && TWP_cmd_reg==1'b0)?TWP_WAIT:
					  TWP_ADDR;
	  TWP_DATA:
	    TWP_n_state = (counter==4'd15)?TWP_EX:TWP_DATA;
	  TWP_EX:
	    TWP_n_state = RST;
	  TWP_WAIT:
	    TWP_n_state = (counter==4'd2)?TWP_READY_READ:TWP_WAIT;
	  TWP_READY_READ:
	    TWP_n_state = TWP_EX_READ;
      TWP_EX_READ:
	    TWP_n_state = (counter==4'd15)?RST:TWP_EX_READ;
      default:
	    TWP_n_state = RST;
	endcase
  end
endmodule
==> design/flow/run.sh <==
#!/bin/bash
# OpenROAD 26Q1-2900-gdf79404cd8, Yosys 0.63+post, stock flow scripts
make -C /OpenROAD-flow-scripts/flow DESIGN_CONFIG=/design/flow/config.mk WORK_HOME=/design/flow/orfs finish
==> design/flow/config.mk <==
export PLATFORM = sky130hd
export DESIGN_NAME = TPA
export DESIGN_NICKNAME = TPA
export VERILOG_FILES = /design/flow/design.v
export SDC_FILE = /design/flow/constraint.sdc
export NUM_CORES = 4
export LEC_CHECK = 1
export CORE_UTILIZATION = 40
==> design/flow/constraint.sdc <==
current_design TPA

set clk_period 223.1
set clk_io_pct 0.2

create_clock -name clk0 -period $clk_period [get_ports {SCL}]
create_clock -name clk1 -period $clk_period [get_ports {clk}]

set non_clock_inputs [all_inputs -no_clocks]
set_input_delay [expr $clk_period * $clk_io_pct] -clock clk0 $non_clock_inputs
set_output_delay [expr $clk_period * $clk_io_pct] -clock clk0 [all_outputs]
==> run summary <==
Update from the flow run.

The run finished, with violations left. The checks that failed: capacitance limit, slew limit. The worst hold margin is approximately 0.077 ns. Synthesis handed over a netlist of 15,100 instances. The transition at the pin with the smallest max-transition slack is about 1.8 ns. The floorplan has 287 rows. The TritonCTS clock tree is yes. The cell type with the largest total area is edfxtp_1. The global placement routability congestion is 1.09. The cell type of the slowest stage on the worst timing path is nor4_1. The largest fanout on the critical path is just over 60.

The fraction of met3 tracks used by global routing is 33.9%. The flow measured a signed area growth from synthesis to layout of 11.5%. On the worst setup and hold paths after CTS, the clock-pin slew comes to 0.06 ns. The number of pins exceeding their max-slew limit in the final report is 7. The data arrival time reported for the critical path is 52.77 ns. The fraction of met1 tracks used by global routing is 41.0%. Setup slack on the worst path after placement came out at between 100 and 150 ns. For this block, the via count after detailed routing is approximately 160k.

The worst setup path category is in -> out. The longest individual stage delay on the worst path is 1.40 ns. After synthesis, the netlist uses roughly 90 different library cells.

The path type of the worst min-delay path is reg -> reg. In this run the tools logged warnings totalling 35. Measured along the y axis, the die boundary spans ~800 um.

Per the GRT log, the top usage layer is met2. The synthesized cell area is 246,000 um^2. The die extent in x is slightly below 800 um. met2 track demand over resource after global routing is 49.3%. The count of flip-flops with a built-in enable after synthesis is between 4,000 and 5,000. The die covers 617,000 um^2.

The total negative setup slack is 0 ns. The number of flip-flops in the largest register is 4,096. The mean routed wirelength per cell is 47.4 um. Post-CTS repair changed the size of 0 cells. STA classifies the critical path endpoint as a primary output.

The proportion of netlist area held by the largest area contributor is about half. The final cell area excluding filler cells is roughly 270,000 um^2. The count of synthesis-stage warnings from yosys is 3. The iteration tally of the first detailed-router pass is 6.

Per Yosys stat, the portion of area used by sequential elements is 50.7%. The number of hold buffers added after CTS is 4. The cell repeated most along the worst path is buf_4. The final critical-path setup slack is roughly 130 ns. The synthesis-stage register bit count is 4,149.

The largest register by flop count is Register_Spaces. Clock skew on the completed layout was measured at 0.112 ns. For this run, the final setup violation count is recorded as 0. In this run, the number of DRC markers left after iteration 0 of detailed routing was 14,200. The power density relative to cell area is roughly 7.9 nW/um^2. The proportion of synthesized flip-flops having asynchronous set or reset is less than 1%. The number of max-cap violations is 3. The critical path endpoint has a required time of about 180 ns. The half-perimeter wire length of the detailed placement result is 715,000 um. IR analysis of the VDD net gives a maximum drop of 0.00840 mV. The post-synthesis average cell area is 16.3 um^2. The area of the core is 611,000 um^2. Setup repair after global routing left no endpoint under its margin. For reference, the top cells by count after synthesis are edfxtp_1 (4,130), mux2_2 (4,024), mux4_2 (2,145). The pre-placement core utilization is 40.2%.

The first global-routing pass estimated 1,480,000 um of wire. For reference, the critical path cell chain is buf_16, buf_4, buf_4, buf_4, buf_4, buf_4, buf_4, mux4_2, mux4_2, nor2b_1, nor4_1, a21oi_1, buf_4, clkdlybuf4s50_1. The final report gives the core utilization as between 40% and 50%. Entering global routing, the biggest net connects 97 pins. The CTS sink count is between 4,000 and 5,000. The final-report hold violation count is 0. STA classifies the critical path startpoint as an input pin. The most used flip-flop cell after synthesis is edfxtp_1. In the post-synthesis netlist, the biggest area contributors are edfxtp_1 (50%), mux4_2 (20%), mux2_2 (18%), clkbuf_1 (1.9%), mux2i_1 (1.7%).

The total of buffers placed on input and output ports is 44. For this design, Yosys synthesis ends with a cell count of 15,100. The layout summary lists the proportion of cells stronger than drive strength 1 as between 50% and 60%.

The routed design has 1,110,000 um of wire. The number of antenna violations at the first check in global routing is 140. The number of DRC violations after detailed routing is 0. The worst-case headroom to the max-slew limit is -17.5%. The average vias per placed instance is 6.87. The via count of the first global-routing pass is 165,000. In this run the cell area measured after placement is 258,000 um^2. The number of setup buffers added after CTS is 0.

The leakage power is just under 90 nW. The number of nets with antenna violations after routing is 0. The overall overflow remaining after global route is 0.

In the final layout, the registers with the most flip-flops are Register_Spaces (4096), TWP_data (16). The total routing usage reported by global routing is 38.7%. The I/O pin total is about 47. After synthesis, the chip area reported by Yosys is 246,000 um^2. The most common cell in the synthesized netlist is edfxtp_1.
cells by family after synthesis:
kind of cell / after synthesis / share of synthesized area [%]
buf+inv: 1993 / 3.55
mux: 6694 / 40.4
compound gates: 1111 / 3.02
fa+ha+maj: 8 / 0.0408
xor+xnor: 16 / 0.0571
flops: 4149 / 50.7
simple gates: 1106 / 2.29
final cells by class:
class	instances	area [um^2]
antenna	188	470
clock buffer	578	12300
clock inverter	273	2880
fill	52700	337000
inverter	20	85.1
multi-input combinational	8935	114000
sequential	4149	124000
tap	8092	10100
timing repair buffer	1190	9390
layout by cell type (no fill, tap or decap), types with 21 or more instances in the layout:
cell and instances:
a211oi_1 23, a21oi_1 131, a221oi_1 50, a22o_1 24, a22oi_1 338, a31oi_1 38, a32oi_1 27, buf_4 1126
bufinv_16 46, clkbuf_1 102, clkbuf_16 476, clkdlybuf4s50_1 22, clkinv_1 121, clkinv_2 64, diode_2 188, edfxtp_1 4130
mux2_1 74, mux2_2 4024, mux2_4 36, mux2i_1 415, mux4_2 2145, nand2_1 438, nand2_2 75, nand2_4 26
nand3_1 153, nand4_1 49, nor2_1 74, nor2_2 28, nor2b_1 21, nor3_1 39, o21ai_0 56, o21ai_2 220
o22ai_1 32, o22ai_2 26
power breakdown:
group	switching (W)	internal, W
clock network	0.000344	0.000443
logic	0.000356	0.000169
registers	0.00000217	0.000860
total	0.000702	0.00147
critical path: cells and delay by family:
family | cells | cell delay (ns)
compound gates | 1 | 0.46
buf+inv | 9 | 4.47
mux | 2 | 1.11
simple gates | 2 | 1.83
metrics by stage:
stage | std cells | total power, W
global placement | 22400 | 0.00137
global route | 23400 | 0.00220
detailed placement | 22400 | 0.00137
floorplan | 15100 | 0.00115
finish | 23400 | 0.00217
CTS | 23200 | 0.00215
worst paths after layout:
path                       cells after the start                       to  slack, ns   startpoint
max                                           14             cfg_rdata[3]     125.72  cfg_addr[0]
min                                            2  Register_Spaces[204][4]       0.08  TWP_data[4]
max reg2reg                                   17              TWP_data[9]     214.64  TWP_addr[0]
min reg2reg                                    2  Register_Spaces[204][4]       0.08  TWP_data[4]
max in group clk1                             10  Register_Spaces[94][13]     173.73  cfg_addr[1]
max in group asynchronous                      1               counter[0]     177.91      reset_n
min in group clk0                              3               counter[2]       0.81   counter[2]
min in group asynchronous                      1             RIM_state[2]      43.91      reset_n
per-layer routing:
layer | up-vias | part of all wire, %
li1 | 61600 | -
met1 | 82400 | 29
met2 | 13400 | 41
met3 | 3259 | 21
met4 | 253 | 8.5
met5 | - | 0.98
No activity file was given, so power comes from the tool's default toggle rates.
