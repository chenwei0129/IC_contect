### flow/config.mk
export PLATFORM = sky130hd
export DESIGN_NAME = SME
export DESIGN_NICKNAME = SME
export VERILOG_FILES = /design/flow/design.v
export SDC_FILE = /design/flow/constraint.sdc
export NUM_CORES = 4
export LEC_CHECK = 1
export CORE_UTILIZATION = 40
### flow/design.v
module SME(clk,reset,chardata,isstring,ispattern,valid,match,match_index);
  input clk;
  input reset;
  input [7:0] chardata;
  input isstring;
  input ispattern;
  output match;
  output [4:0] match_index;
  output valid;
  reg match;
  reg [4:0] match_index;
  reg valid;
  parameter RST        = 4'd0,
            GET_STR    = 4'd1,
            GET_PAT    = 4'd2,
            DECIDE_EX  = 4'd3,
            NOTHING    = 4'd4,
            NOTHING_EQ = 4'd5,
            HEAD       = 4'd6,
            HEAD_EQ    = 4'd7,
            REPEAT     = 4'd8,
            REPEAT_HEAD= 4'd9,
            OUTPUT     = 4'd10;
  reg [7:0] str [0:31];
  reg [7:0] pat [0:7];
  reg [3:0] state, state_next;
  reg [5:0] counter, counter_str, counter_pat;
  reg [1:0] op;
  reg star;
  reg [5:0] jump;
  always@(posedge clk or posedge reset)begin
    if(reset)begin
      state <= RST;
    end else begin
      state <= state_next;
    end
  end
  always@(posedge clk)begin
    if(state==GET_PAT)begin
      jump <= 6'd31;
    end else if(state==REPEAT || state==REPEAT_HEAD)begin
      jump <= jump - 6'd1;
    end
  end
  always@(posedge clk or posedge reset)begin
    if(reset)begin
      counter <= 6'd0;
    end else if(state!=state_next && (state<=4'd3 || state>=REPEAT))begin
      counter <= 6'd0;
    end else if(state==NOTHING_EQ && state_next==NOTHING || state==HEAD_EQ && state_next==HEAD)begin
      counter <= match_index + 5'd1;
    end else begin
      counter <= ((state==NOTHING_EQ&&pat[counter_pat]==8'h2A || state==HEAD_EQ&&pat[counter_pat+6'd1]==8'h2A)&&star)?counter + jump:counter + 6'd1;
    end
  end
  always@(posedge clk or posedge reset)begin
    if(reset)begin
      counter_pat <= 6'd0;
    end else if(state_next==NOTHING || state_next==HEAD)begin
      counter_pat <= 6'd0;
    end else begin
      counter_pat <= counter_pat + 6'd1;
    end
  end
  always@(posedge clk)begin
    if(state_next==GET_PAT && state!=GET_PAT)begin
      star <= 1'b0;
    end else if(state_next==GET_PAT)begin
      if(chardata==8'h2A)begin
        star <= 1'b1;
      end
    end
  end
  integer i;
  always@(posedge clk)begin
    if(state_next==GET_STR)begin
      if(state!=GET_STR)begin
        str[0] <= chardata;
        for(i=1;i<=31;i=i+1)begin
          str[i] <= 8'd0;
        end
      end else begin
        str[counter+6'd1] <= chardata;
      end
    end
  end
  always@(posedge clk)begin
    if(state_next==GET_PAT || state_next==DECIDE_EX)begin
      case(chardata)
        8'h5E:op <= (op==2'd2)?2'd0:op;
        8'h2A:op <= (op==2'd2)?2'd1:op;
        default:op <= (op==2'd2)?2'd2:op;
      endcase
    end else begin
      op <= 2'd2;
    end
  end
  always@(posedge clk)begin
    if(state_next==GET_PAT)begin
      if(state!=GET_PAT)begin
        pat[0] <= chardata;
        for(i=1;i<=7;i=i+1)begin
          pat[i] <= 8'd0;
        end
      end else begin
        pat[counter+6'd1] <= chardata;
      end
    end
  end
  always@(posedge clk or posedge reset)begin
    if(reset)begin
      match_index <= 5'd0;
    end else if(state==NOTHING && state_next==NOTHING_EQ || state==HEAD && state_next==HEAD_EQ)begin
      match_index <= counter;
    end
  end
  always@(posedge clk)begin
    if(state_next==OUTPUT)begin
      valid <= 1'b1;
    end else begin
      valid <= 1'b0;
    end
  end
  always@(posedge clk)begin
    if(state_next==OUTPUT && (state==NOTHING_EQ || state==HEAD_EQ))begin
      match <= 1'b1;
    end else begin
      match <= 1'b0;
    end
  end
  always@(*)begin
    case(state)
      RST:begin
        state_next = (isstring)?GET_STR:RST;
      end
      GET_STR:begin
        state_next = (~isstring && ispattern)?GET_PAT:GET_STR;
      end
      GET_PAT:begin
        state_next = (~ispattern)?DECIDE_EX:GET_PAT;
      end
      DECIDE_EX:begin
        state_next = (op==2'd0)?HEAD:
                     NOTHING;
      end
      NOTHING:begin
        state_next = ((str[counter]==8'd0 || counter>=6'd32)&&jump>6'd0&&star)?REPEAT:
                     ((str[counter]==8'd0 || counter>=6'd32))?OUTPUT:
                     (str[counter]==pat[counter_pat] || pat[counter_pat]==8'h2E)?NOTHING_EQ:
                     NOTHING;
      end
      NOTHING_EQ:begin
        state_next = (pat[counter_pat]==8'd0 || counter_pat==6'd8 || (pat[counter_pat]==8'h24&&(counter==6'd32||str[counter]==8'h20||str[counter]==8'd0)))?OUTPUT:
                     (counter>=6'd32)?REPEAT:
                     (str[counter]==pat[counter_pat] || pat[counter_pat]==8'h2E || pat[counter_pat]==8'h2A || (str[counter]==8'h20 || str[counter]==8'd0)&&pat[counter_pat]==8'h24)?NOTHING_EQ:
                     NOTHING;
      end
      HEAD:begin
        state_next = ((str[counter]==8'd0 || counter>=6'd32)&&jump>6'd0&&star)?REPEAT_HEAD:
                     ((str[counter]==8'd0 || counter>=6'd32))?OUTPUT:
                     (counter==8'd0 || (str[counter-6'd1]==8'h20 && (str[counter]==pat[counter_pat+6'd1] || pat[counter_pat+6'd1]==8'h2E)))?HEAD_EQ:
                     HEAD;
      end
      HEAD_EQ:begin
        state_next = (pat[counter_pat+6'd1]==8'd0 || counter_pat==6'd7 || (pat[counter_pat+6'd1]==8'h24&&(counter==6'd32||str[counter]==8'h20||str[counter]==8'd0)))?OUTPUT:
                     (counter>=6'd32)?REPEAT_HEAD:
                     (str[counter]==pat[counter_pat+6'd1] || pat[counter_pat+6'd1]==8'h2E || pat[counter_pat+6'd1]==8'h2A || (str[counter]==8'h20 || str[counter]==8'd0)&&pat[counter_pat+6'd1]==8'h24)?HEAD_EQ:
                     HEAD;
      end
      REPEAT:begin
        state_next = NOTHING;
      end
      REPEAT_HEAD:begin
        state_next = HEAD;
      end
      OUTPUT:begin
        state_next = (isstring)?GET_STR:GET_PAT;
      end
      default:begin
        state_next = RST;
      end
    endcase
  end
endmodule
### flow/run.sh
#!/bin/bash
# OpenROAD 26Q1-2900-gdf79404cd8, Yosys 0.63+post, stock flow scripts
make -C /OpenROAD-flow-scripts/flow DESIGN_CONFIG=/design/flow/config.mk WORK_HOME=/design/flow/orfs finish
### flow/constraint.sdc
current_design SME

set clk_period 15.6
set clk_io_pct 0.2

create_clock -name clk0 -period $clk_period [get_ports {clk}]

set non_clock_inputs [all_inputs -no_clocks]
set_input_delay [expr $clk_period * $clk_io_pct] -clock clk0 $non_clock_inputs
set_output_delay [expr $clk_period * $clk_io_pct] -clock clk0 [all_outputs]
==> flow_metrics.env <==
# physical design summary
export IMPL_cts_setup_buffers=0
export IMPL_vias=13100
export IMPL_drt_pre_antenna_iters=6
export IMPL_syn2layout_area_growth_pct=11.0
export IMPL_status="complete, no violations"
export IMPL_drtIter0Drc=923
export IMPL_crit_start="counter_pat[0]"
export IMPL_r2r_start="counter_pat[0]"
export IMPL_layout_drive_gt1_share=0.114
export IMPL_avgSynthCellArea_sq_um=11.8
export IMPL_critPathKind="reg -> reg"
export IMPL_r2r_slack_ns=9.88
export IMPL_ys_seq_frac=0.535
export IMPL_min_path_type="reg -> reg"
export IMPL_yosys_area_sq_mm=0.0193
export IMPL_fp_util=0.405
export IMPL_critPathRequiredTime_ns=15.85
export IMPL_synth_area_sq_mm=0.0193
export IMPL_grt_pass1_vias=13300
export IMPL_p_clk_frac=0.229
export IMPL_clk_latency_ns=0.57
export IMPL_final_setup_worst_slack_ns=9.88
export IMPL_port_buffers=18
export IMPL_tns_ns=0
export IMPL_synth_cells=1646
export IMPL_power_density_mw_per_mm2=180
export IMPL_row_count=80
export IMPL_layout_top_cell="edfxtp_1"
export IMPL_dieArea_sq_mm=0.0492
export IMPL_finalClockPeriodUsage=0.366
export IMPL_core_region_area_sq_mm=0.0477
export IMPL_synthFlopType="edfxtp_1"
export IMPL_drc=0
export IMPL_grt_pass1_wl_mm=83.9
export IMPL_cp_start_kind="flip-flop"
export IMPL_period_minus_slack_ns=5.72
export IMPL_dp_slack_ns=9.45
export IMPL_yosysWarnings=1
export IMPL_io_pins=19
export IMPL_ys_cells=1646
export IMPL_synthArstFlopShare=0.0597
export IMPL_grt_util_all_layers=0.245
export IMPL_cts_tree="built"
export IMPL_routedWlPerCell_microns=24.0
export IMPL_grt_setup_unrepaired="false"
export IMPL_cts_buffer_depth=3
export IMPL_numCtsBuffers=39
export IMPL_cts_htree_levels=2
export IMPL_finalMaxSlewViolations=0
export IMPL_cp_max_fo=30
export IMPL_worstRegToRegCells=14
export IMPL_cts_sinks=352
export IMPL_postRouteAntennaNets=0
export IMPL_edf_count=320
export IMPL_internal_power_uw=2380
export IMPL_holdWs_ns=0.458
export IMPL_place_hpwl_mm=38.0
export IMPL_power_frac_seq=0.373
export IMPL_root_buffer="clkbuf_16"
export IMPL_top_cell_area_share=0.497
export IMPL_grt_max_degree=47
export IMPL_critical_path_arrival_ns=5.97
export IMPL_antenna_cells=0
export IMPL_num_fill_cells=4236
export IMPL_worstSetupEndpointType="flip-flop"
export IMPL_comb_power_share=0.398
export IMPL_max_freq_mhz=175
export IMPL_p_leak_uw=0.00749
export IMPL_gp_congestion=0.973
export IMPL_reg2reg_to="pat[5][7]"
export IMPL_post_cts_resize_count=0
export IMPL_finalHoldViolCount=0
export IMPL_slew_headroom=0.482
export IMPL_ir_worst_vdd_mv=0.0796
export IMPL_clk_pin_slew_ns=0.06
export IMPL_synth_cell_type_count=79
export IMPL_worst_pin_slew_ns=0.778
export IMPL_fp_dieW_microns=222
export IMPL_synth_area_leader_cell="edfxtp_1"
export IMPL_vias_per_cell=5.64
export IMPL_antenna_found_initial=0
export IMPL_fp_dieH_microns=222
export IMPL_grt_ovfl_total=0
export IMPL_top_cells_by_area="edfxtp_1, and2_1, mux2i_1"
export IMPL_hold_depth=2
export IMPL_final_cell_mix="edfxtp_1, and2_1, mux2i_1"
export IMPL_routed_wl_mm=55.5
export IMPL_setup_viol=0
export IMPL_cap_viol_max_count=0
export IMPL_warning_count=31
export IMPL_switching_power_uw=1490
export IMPL_fin_util=0.450
export IMPL_skew_ns=0.0262
export IMPL_power_total_uw=3860
export IMPL_holdBufCountCts=0
export IMPL_swShare=0.384
export IMPL_cp_endpoint="pat[5][7]"
export IMPL_ys_ff=352
## power groups by stage
stage,logic [uW],clock network [uW],registers [uW]
global route,1660,938,1470
finish,1540,883,1440
CTS,1530,900,1440
## registers in the layout, indices dropped and copies added, names as in the netlist
name         flops
valid            1
counter          6
jump             6
star             1
counter_pat      6
state            4
match            1
op               2
pat             64
str            256
match_index      5
## metal layers
| metal | global-route usage | wire length (microns) |
|---|---|---|
| met1 | 0.358 | 22800 |
| met4 | 0.0565 | 1530 |
| met3 | 0.102 | 5840 |
| met5 | 0 | 0 |
| met2 | 0.361 | 25300 |
## area by class of cell
class / count / area, sq um / share of cell area
sequential: 352 / 10400 / 0.482
multi-input combinational: 1171 / 8410 / 0.391
clock buffer: 49 / 1010 / 0.0472
tap: 615 / 769 / 0.0358
timing repair buffer: 86 / 661 / 0.0308
clock inverter: 19 / 189 / 0.00880
inverter: 21 / 78.8 / 0.00367
## per-stage QoR
stage,std cells,instance area [sq um]
floorplan,1646,19300
global placement,2245,20300
global route,2313,21500
CTS,2313,21500
detailed placement,2245,20300
finish,2313,21500
## Yosys cell counts (21+ instances only)
cell	instances
nand3_1	68
and2_1	316
nand2_1	78
mux4_2	26
xnor2_1	26
nor2_1	85
nor3_1	27
o21ai_0	43
a21oi_1	47
nor4_1	32
nand4_1	21
a22oi_1	43
mux2i_1	165
edfxtp_1	320
clkbuf_1	60
dfrtp_1	21
nor4b_1	22
## worst min-delay path by stage
| stage | from | end | slack (ns) |
|---|---|---|---|
| finish | op[1] | op[1] | 0.46 |
| global route | op[1] | op[1] | 0.50 |
| CTS | op[1] | op[1] | 0.46 |
## worst max-delay path, cell delays in order (launching register included)
cell and delay [ns]:
dfrtp_1 0.32, buf_4 0.38, inv_1 0.43, ha_1 0.88
mux4_2 0.61, nor4_1 0.41, a32oi_1 0.14, or3_1 0.46
or2_0 0.26, o211ai_2 0.10, a31oi_2 0.08, a21oi_4 0.28
nand2_4 0.23, nor4_4 0.49, or2_2 0.31
## cell families (layout without fill, tap and decap cells)
| family | Yosys count | in the layout | share of synthesized area |
|---|---|---|---|
| XOR/XNOR | 40 | 40 | 0.0181 |
| flip-flops | 352 | 352 | 0.535 |
| AND/OR/NAND/NOR | 722 | 722 | 0.218 |
| AND-OR/OR-AND | 193 | 193 | 0.0664 |
| adder cells (fa/ha/maj) | 16 | 16 | 0.0107 |
| buffers and inverters | 123 | 175 | 0.0305 |
| multiplexers | 200 | 200 | 0.121 |
Power is estimated from default activity; no workload was simulated.
